==> ./design.v <==
module LFSR (
    input clk,
    input rst_n,
    input valid,
    input [6:0] seed,
    output [6:0] Result
);
reg read_seed;
reg D1;
reg D2;
reg D3;
reg D4;
reg D5;
reg D6;
reg D7;
always @(posedge clk or negedge rst_n) begin
    if( !rst_n ) begin
        D1 <= 0;
        D2 <= 0;
        D3 <= 0;
        D4 <= 0;
        D5 <= 0;
        D6 <= 0;
        D7 <= 0;
        read_seed <= 0;
    end
    else begin
        if( !read_seed ) begin
            D1 <= seed[0];
            D2 <= seed[1];
            D3 <= seed[2];
            D4 <= seed[3];
            D5 <= seed[4];
            D6 <= seed[5];
            D7 <= seed[6];
            read_seed <= 1;
        end
        else begin
            D1 <= D1 ^ D7;
            D2 <= D1;
            D3 <= D2;
            D4 <= D3;
            D5 <= D4;
            D6 <= D5;
            D7 <= D6;
        end
    end
end
assign Result = {D1, D2, D3, D4, D5, D6, D7};
endmodule
module LFSR_manager (
    input clk,
    input rst_n,
    input valid,
    input [6:0] input_01,
    input [6:0] input_02,
    input [6:0] input_03,
    output [15:0] Result
);
assign Result = {input_03[6:0] , input_02[6:0] , input_01[1:0]};
endmodule
module MISR (
    input clk,
    input rst_n,
    input valid,
    input [16:0] MISR_input,
    output [9:0] Result
);
reg [9:0] result;
always @(posedge clk or negedge rst_n) begin
    if( !rst_n ) begin
        result <= 10'b0;
    end
    else begin
        if( valid ) begin
            result <= MISR_input % {7'b0,10'b1111111111};
        end
    end
end
assign Result = result;
endmodule
module adder (
    input clk,
    input rst_n,
    input valid,
    input [15:0] A,
    input [15:0] B,
    output [16:0] Result
);
reg [16:0] result;
always @(posedge clk or negedge rst_n) begin
    if( !rst_n ) begin
        result <= 17'h0000;
    end
    else begin
        if( valid ) begin
            result <= A + B;
        end
    end
end
assign Result = result;
endmodule
module top (
    input clk,
    input rst_n,
    input valid,
    output [6:0] seed_01,
    output [6:0] seed_02,
    output [6:0] seed_03,
    output [6:0] seed_04,
    output [6:0] seed_05,
    output [6:0] seed_06,
    output [9:0] Result,
    output reg Ready
);
wire [15:0] adder_input1;
wire [15:0] adder_input2;
wire [16:0] adder_output;
wire [6:0] LFSR01_output;
wire [6:0] LFSR02_output;
wire [6:0] LFSR03_output;
wire [6:0] LFSR04_output;
wire [6:0] LFSR05_output;
wire [6:0] LFSR06_output;
MISR MISR01(
    .clk(clk),
    .rst_n(rst_n),
    .valid(valid),
    .MISR_input(adder_output),
    .Result(Result)
);
adder adder01(
    .clk(clk),
    .rst_n(rst_n),
    .valid(valid),
    .A(adder_input1),
    .B(adder_input2),
    .Result(adder_output)
);
LFSR_manager LFSR_manager01(
    .clk(clk),
    .rst_n(rst_n),
    .valid(valid),
    .input_01(LFSR01_output),
    .input_02(LFSR02_output),
    .input_03(LFSR03_output),
    .Result(adder_input1)
);
LFSR_manager LFSR_manager02(
    .clk(clk),
    .rst_n(rst_n),
    .valid(valid),
    .input_01(LFSR04_output),
    .input_02(LFSR05_output),
    .input_03(LFSR06_output),
    .Result(adder_input2)
);
LFSR LFSR01(
    .clk(clk),
    .rst_n(rst_n),
    .valid(valid),
    .seed(7'b0101001),
    .Result(LFSR01_output)
);
LFSR LFSR02(
    .clk(clk),
    .rst_n(rst_n),
    .valid(valid),
    .seed(7'b1001011),
    .Result(LFSR02_output)
);
LFSR LFSR03(
    .clk(clk),
    .rst_n(rst_n),
    .valid(valid),
    .seed(7'b1100101),
    .Result(LFSR03_output)
);
LFSR LFSR04(
    .clk(clk),
    .rst_n(rst_n),
    .valid(valid),
    .seed(7'b0101001),
    .Result(LFSR04_output)
);
LFSR LFSR05(
    .clk(clk),
    .rst_n(rst_n),
    .valid(valid),
    .seed(7'b1110001),
    .Result(LFSR05_output)
);
LFSR LFSR06(
    .clk(clk),
    .rst_n(rst_n),
    .valid(valid),
    .seed(7'b1100111),
    .Result(LFSR06_output)
);
reg finish;
reg [8:0] count;
reg random_01;
reg random_02;
reg random_03;
reg random_04;
reg random_05;
reg random_06;
always @(posedge clk or negedge rst_n) begin
    if( !rst_n ) begin
        finish <= 0;
        Ready <= 0;
        count <= 9'b0;
    end
    else begin
        if( valid ) begin
            if( finish ) begin
                Ready <= valid;
            end
            if(count == 9'b100000000) begin
                finish <= 1;
            end
            else begin
                count <= count + 1'b1;
            end
        end
    end
end
assign seed_01 = random_01;
assign seed_02 = random_02;
assign seed_03 = random_03;
assign seed_04 = random_04;
assign seed_05 = random_05;
assign seed_06 = random_06;
endmodule
==> ./run.sh <==
#!/bin/bash
# OpenROAD 26Q1-2900-gdf79404cd8, Yosys 0.63+post, stock flow scripts
make -C /OpenROAD-flow-scripts/flow DESIGN_CONFIG=/design/flow/config.mk WORK_HOME=/design/flow/orfs finish
==> ./config.mk <==
export PLATFORM = sky130hd
export DESIGN_NAME = top
export DESIGN_NICKNAME = top
export VERILOG_FILES = /design/flow/design.v
export SDC_FILE = /design/flow/constraint.sdc
export NUM_CORES = 4
export LEC_CHECK = 1
export CORE_UTILIZATION = 50
==> ./constraint.sdc <==
current_design top

set clk_period 13.7
set clk_io_pct 0.2

create_clock -name clk0 -period $clk_period [get_ports {clk}]

set non_clock_inputs [all_inputs -no_clocks]
set_input_delay [expr $clk_period * $clk_io_pct] -clock clk0 $non_clock_inputs
set_output_delay [expr $clk_period * $clk_io_pct] -clock clk0 [all_outputs]
==> deck_impl_summary.md <==
Flow Results at a Glance

Clock network
  • CTS sink count: 81
  • Buffer type at the clock tree root: clkbuf_16
  • CTS tree: built
  • Clock-pin slew reported for the worst setup and hold paths after clock tree synthesis: around 0.06 ns
  • Number of buffers created by CTS: 9
  • Latency at later pin: between 0.3 and 0.4 ns
  • Post-CTS Setup Repair Bufs: 0
  • Number of gates given a new drive strength after cts: 0
  • Maximum root-to-sink buffer count: 2
  • H-tree depth: 3
  • Hold buffer count at cts: 0

Global route
  • GRT Overall Usage: 0.237
  • Via count of the first global-routing pass: between 4,000 and 5,000
  • Wire length of the first global-routing pass: roughly 25 mm
  • Grt total ovfl: 0
  • Antenna violations before repair: 0
  • Largest net degree at the start of global routing: roughly 60

Synth
  • Sequential area share after synthesis: 0.310
  • Synth warnings: 10
  • Post-synth EDFFs: 0
  • Prevailing post-synth register cell: dfrtp_1
  • Cell count listed in synth_stat.txt: 749
  • Share of async-settable or async-resettable flops after synthesis: 1.00
  • Total standard cell area after synthesis: around 0.0065 mm2
  • Post-synthesis average cell area: just under 9 um2
  • Flops out of synthesis: approximately 81
  • Area of the synthesized netlist per yosys stat: 0.00654 mm2
  • Count of distinct cell types in the synthesized netlist: about 94
  • Instance tally after logic synthesis: between 700 and 800

Floorplan
  • Chip area: between 0.01 and 0.015 mm2
  • Initial standard-cell utilization of the core: 0.516
  • # rows: roughly 41
  • Area of the placeable core: approximately 0.013 mm2
  • Count of pins on the block boundary: 56
  • Die span in y: 116 um
  • Width of the die: roughly 120 um

Timing
  • Fmax: approximately 140 MHz
  • Setup Skew: 0.00475 ns
  • Min Hold Slack: about 0.43 ns
  • Max-slew violations: 0
  • Worst-Margin Slew: 0.887 ns
  • Final Cycle Share: 0.523
  • Worst slew slack as a fraction of its limit: 0.405
  • Count of final setup violators: 0
  • Setup TNS: 0 ns
  • RSZ-0062 raised after global routing: false
  • Final critical path time including I/O delays and setup: roughly 7.2 ns
  • Hold Violations, Final: 0

Flow run
  • Number of warnings the tools reported: 26
  • Maximum capacitance violations: 0

Worst setup path
  • RR Endpoint: MISR01.result[0]
  • Peak fanout along the critical path: 14
  • Data required time of the critical path: between 10 and 15 ns
  • Crit-path max cell delay: 0.62 ns
  • Worst reg2reg setup slack: 6.53 ns
  • Critical path startpoint category: register
  • Critical path capture point type: register
  • Origin of the critical flop-to-flop path: adder01.result[10]
  • Crit path DAT: between 7 and 8 ns
  • Slowest cell on crit path: dfrtp_1
  • Number of cells on the worst reg-to-reg path: 24
  • Cell chain of the critical path: and4_1, nand3_2, mux2i_1, o21a_1, a31o_1, nor4b_4, xor2_2, and3_1, nor3_2, o21ai_1, a311oi_2, or3_1, a2111o_1, o2bb2ai_2, o41ai_4, buf_4, xnor2_1, ha_1, nand2_1, mux2i_1, a21oi_1, o41ai_4, xnor2_1, mux2_2
  • Path type of the worst setup path: register to register

Routing
  • Post-route DRC: 0
  • Final Routed Wirelength: ~15 mm
  • N_diodes: 0
  • Detailed Routing Iterations Pass 1: 5
  • Iteration-0 DRC count of the detailed router: 471
  • Antenna Nets Post-Route: 0
  • Via/cell ratio: just under 6
  • Average routed wire per standard cell: 15.8 um
  • Overall via count from detail_route: 5,425

Pwr
  • Total power divided by cell area: 184 mW/mm2
  • Largest voltage drop on the vdd net: 90.0 uV
  • Reported leakage power: 2.85 nW

Place
  • Port bufs: 13
  • Sum of net half-perimeters after detailed placement: roughly 11 mm
  • Post-Place Cells: between 900 and 1,000
  • Post-DP Area: 0.00661 mm2
  • RD Place Congestion: about 0.95

Status
  • Status: complete, no violations

Worst hold path
  • Number of stages on the worst hold path: 1
  • Launch point of the worst hold path: LFSR01.D3
  • Kind of path behind the tightest hold check: register to register
  • Worst Hold Endpoint: LFSR01.D4

Layout
  • Final cell utilization of the core: 0.544
  • Area taken by flip-flops and latches: roughly 0.0020 mm2
  • Non-Filler Cell Area, Final: about 0.007 mm2
  • Max reg flops: 17
  • Layout cell share with drive strength beyond 1: 0.0895
  • Combinational gate area: about 0.0041 mm2
  • Area Overhead vs Synth: 5.40%
  • Cell Count, Final, Fillers Out: around 920
  • Fill cell count: approximately 1,100
  • Reg with most FFs: adder01.result
  • Largest registers: adder01.result (17), MISR01.result (10), count (9)
through the flow:
stage | power (mW) | worst slack, ns
after CTS | 1.26 | 6.63
final | 1.26 | 6.53
after global routing | 1.36 | 5.90
after detailed placement | 1.03 | 6.67
after floorplan | 0.862 | 7.49
after global placement | 1.03 | 6.68
kinds of logic after synthesis:
logic type               synth area share
other                             0.00115
AND-OR/OR-AND                       0.248
XOR/XNOR                           0.0624
adder cells (fa/ha/maj)            0.0444
AND/OR/NAND/NOR                     0.213
flip-flops                          0.310
buffers and inverters              0.0874
multiplexers                       0.0341
power breakdown:
group          internal [mW]  switching [mW]
combinational          0.270           0.412
clock                  0.144          0.0866
sequential             0.286          0.0664
total                  0.700           0.565
critical path, delay by kind of cell, from the launching register on:
| kind | cells | cell delay [ns] |
|---|---|---|
| adder cells (fa/ha/maj) | 1 | 0.24 |
| AND/OR/NAND/NOR | 7 | 1.95 |
| flip-flops | 1 | 0.62 |
| AND-OR/OR-AND | 9 | 2.51 |
| multiplexers | 3 | 0.86 |
| XOR/XNOR | 3 | 0.63 |
| buffers and inverters | 1 | 0.25 |
cells in the mapped netlist (4+ instances only):
cell / number / area share
a211o_1: 6 / 0.0080
ha_1: 20 / 0.038
dfrtp_1: 81 / 0.31
a21o_1: 10 / 0.011
inv_1: 29 / 0.017
nor3_1: 25 / 0.019
o21ai_1: 7 / 0.0054
and2_1: 27 / 0.026
and4_1: 7 / 0.0094
a21oi_1: 39 / 0.030
and3_1: 12 / 0.011
nand4_1: 9 / 0.0086
buf_2: 9 / 0.0069
buf_4: 45 / 0.052
clkbuf_1: 13 / 0.0075
nand2_1: 65 / 0.037
xnor2_1: 30 / 0.040
o21bai_1: 12 / 0.014
a211oi_1: 10 / 0.011
o31ai_1: 9 / 0.010
o21a_1: 6 / 0.0069
or3_1: 4 / 0.0038
nand3_1: 20 / 0.015
o22ai_1: 5 / 0.0048
nand2b_1: 22 / 0.021
nor2_1: 39 / 0.022
xor2_1: 11 / 0.015
a21boi_0: 4 / 0.0046
o22a_1: 4 / 0.0054
a31oi_1: 8 / 0.0077
o21ai_0: 37 / 0.028
mux2i_1: 7 / 0.011
mux2_2: 11 / 0.019
o211ai_1: 9 / 0.010
worst max-delay path by stage:
| stage | start | endpoint | depth (start not counted) |
|---|---|---|---|
| 4_1_cts | adder01.result[10] | MISR01.result[0] | 24 |
| 5_1_grt | adder01.result[10] | MISR01.result[0] | 24 |
| 6_report | adder01.result[10] | MISR01.result[0] | 24 |
cell usage in the layout (no fill, tap or decap), drive strengths merged, types with 10 or more instances in the layout:
cell type	instances
dfrtp	81
nand3	23
mux2	12
ha	20
nand4	10
nand2	66
nor3	26
a21oi	40
xnor2	31
o21ai	47
a211oi	10
clkdlybuf4s50	12
nand2b	22
xor2	13
and2	27
nor2	40
a31oi	10
o211ai	10
o21bai	12
clkbuf	11
conb	43
a21o	10
inv	30
and3	12
layer usage:
layer | share of wire | vias to the layer above | track usage
li1 | - | 2659 | -
met1 | 0.49 | 2576 | 0.402
met2 | 0.43 | 166 | 0.329
met3 | 0.055 | 24 | 0.0349
met4 | 0.023 | 0 | 0.0538
met5 | 0 | - | 0
final cells by class:
cell class | instances | share of cell area
tap | 172 | 0.0312
multi-input combinational | 607 | 0.594
inverter | 30 | 0.0163
timing repair buffer | 17 | 0.0229
clock buffer | 11 | 0.0352
sequential | 81 | 0.294
clock inverter | 3 | 0.00617
Power and IR drop assume default switching activity.
